File: flow/constraint.sdc
current_design top

set clk_period 13.2
set clk_io_pct 0.2

create_clock -name clk0 -period $clk_period [get_ports {clk}]

set non_clock_inputs [all_inputs -no_clocks]
set_input_delay [expr $clk_period * $clk_io_pct] -clock clk0 $non_clock_inputs
set_output_delay [expr $clk_period * $clk_io_pct] -clock clk0 [all_outputs]
File: flow/run.sh
#!/bin/bash
# OpenROAD 26Q1-2900-gdf79404cd8, Yosys 0.63+post, stock flow scripts
make -C /OpenROAD-flow-scripts/flow DESIGN_CONFIG=/design/flow/config.mk WORK_HOME=/design/flow/orfs finish
File: flow/config.mk
export PLATFORM = sky130hd
export DESIGN_NAME = top
export DESIGN_NICKNAME = top
export VERILOG_FILES = /design/flow/design.v
export SDC_FILE = /design/flow/constraint.sdc
export NUM_CORES = 4
export LEC_CHECK = 1
export CORE_UTILIZATION = 40
File: flow/design.v
`timescale 1ns / 1ps
module counter_6b
(   input logic clk, reset, en,
    output logic [5:0] count
);
always_ff @(posedge clk) begin
    if (reset)
      count <= 0;
    else if (en)
      count <= count + 1;
end
endmodule
`timescale 1ns / 1ps
module demux
(   input logic sel,
    input logic [7:0] in,
    output logic [7:0] out0, out1
);
always_comb begin
    case(sel)
    0: begin
            out0 = in;
            out1 = 8'b0;
       end
    1: begin
            out1 = in;
            out0 = 8'b0;
       end
    endcase
end
endmodule
`timescale 1ns / 1ps
module pass_check_fsm
(
    input logic clk,
    input logic reset,
    input logic en,
    input logic [7:0] data_in,
    output logic pass_ok
);
  localparam S0 = 3'd0,
             S1 = 3'd1,
             S2 = 3'd2,
             S3 = 3'd3,
             S4 = 3'd4,
             S5 = 3'd5;
  logic [2:0] state, next_state;
  always_ff @(posedge clk) begin
    if (reset)
      state <= S0;
    else if (en)
      state <= next_state;
  end
  always_comb begin
    pass_ok = 0;
    case (state)
      S0: if (data_in == "a") next_state = S1;
          else next_state = S0;
      S1: if (data_in == "n") next_state = S2;
          else next_state = S0;
      S2: if (data_in == "d") next_state = S3;
          else next_state = S0;
      S3: if (data_in == "r") next_state = S4;
          else next_state = S0;
      S4: if (data_in == "e") begin
            next_state = S5;
            pass_ok = 1;
          end else next_state = S0;
      S5: next_state = S0;
      default: next_state = S0;
    endcase
  end
endmodule
`timescale 1ns / 1ps
module ram
(   input logic clk, we,
    input logic [5:0] addr,
    input logic [7:0] w_data,
    output logic [7:0] r_data
);
  logic [7:0] mem [0:63];
  assign r_data = mem[addr];   
  always_ff @(posedge clk) begin
    if (we)
      mem[addr] <= w_data;
  end
endmodule
`timescale 1ns / 1ps
module reg_6b
(   input logic clk, reset,
    input logic [5:0] in,
    output logic [5:0] out
);
  always_ff @(posedge clk) begin
    if(reset) out <= 0;
    else out <= in;
  end
endmodule
`timescale 1ns / 1ps
module top
(
   input logic clk, reset,
   input logic en,
   input logic [7:0] data_in,
   output logic check,
   output logic [7:0] data_read_consonants,
   output logic [7:0] data_read_vowels,
   output logic [7:0] consonants,
   output logic [7:0] vowels
);
  logic [5:0] addr_count, addr;
  logic is_vowel, not_vowel, en_cons, en_vow;
  counter_6b c0(clk, reset, en, addr_count);
  reg_6b r0(clk, reset, addr_count, addr);
  vowel_checker_struct vc(data_in, is_vowel);
  demux dmux0(is_vowel, data_in, consonants, vowels);
  ram ram_consonants(clk, en_cons, addr, data_in, data_read_consonants);
  ram ram_vowels(clk, en_vow, addr, data_in, data_read_vowels);
  pass_check_fsm pfsm(clk, reset, en, data_in, check);
  not n0(not_vowel, is_vowel);
  and a0(en_cons, en, not_vowel);
  and a1(en_vow, en, is_vowel);
endmodule
`timescale 1ns / 1ps
module vowel_checker_struct
(   input logic [7:0] data_in,
    output logic is_vowel
);
  assign is_vowel = (data_in == "a") || (data_in == "e") || (data_in == "i") ||
                    (data_in == "o") || (data_in == "u");
endmodule
==> run_results.csv <==
group,metric,value,unit
sta,setup_violations,0,
cts,cts_hold_buf,0,
place,io_buffers,42,
synth,yosys-stat-area,0.0400,mm²
run_status,status,"complete, no violations",
sta,rsz0062_at_grt,"false",
cts,cts.sinks,1042,
synth,synth_area_per_cell,16.7,µm²
cts,cts_resized,0,
sta,fin_ws,4.98,ns
sta,fin_worst_skew,0.0177,ns
critical_path,cp_max_fo,41,
power,p_comb_share,4.4,%
cts,cts_buffer_depth,3,
cts,clock.latency.late_pin,0.69,ns
flow_run,cap_viol_max_count,0,
critical_path,crit_chain,"buf_4 > nor2b_4 > buf_4 > buf_4 > a221oi_1 > o41ai_1 > a211o_1 > clkdlybuf4s50_1",
global_route,grt_pass1_wl,168,mm
drt,post_drt_wl_per_cell,30.5,µm
finish,nFillCells,8235,
drt,via_count,23600,
synth,async_reset_ff_share,0,%
global_route,track_usage,25.0,%
critical_path,cp.required,10.56,ns
critical_path,slowest_stage,"nor2b_4",
global_route,gr-usage-met3,19.1,%
finish,drive_gt1_share,12.4,%
sta,hold_viol,0,
drt,drc_errors,0,
critical_path,slowest_delay,0.71,ns
die,fp.dieW,318,µm
global_route,top_usage_layer,"met2",
sta,fmax,0.122,GHz
place,place_hpwl,70.8,mm
drt,routed_wl,116,mm
sta,fin_crit_sh,62.3,%
critical_path,cpMostUsedCell,"buf_4",
synth,syn_area,0.0400,mm²
power,power_frac_seq,54.4,%
synth,yosys_warnings,5,
die,row_count,115,
synth,flop_cell,"edfxtp_1",
finish,final_cell_mix,"edfxtp_1, a221oi_1, nor2_1",
critical_path,worstSetupEndpointType,"output port",
drt,dr.pass1.iters,5,
synth,yosys-dominant-comb-family,"AND-OR/OR-AND gates",
synth,ys_sh_adder,0.0313,%
cts,cts_buffers,99,
finish,areaGrowthSynthToFinish,12.8,%
flow_run,warnings,30,
synth,xor_share,0.0876,%
cts,clockRootBuffer,"clkbuf_16",
power,p_sw,1430,µW
drt,n_antenna_cell,0,
cts,cts_tree,"yes",
place,place.gp.congestion,0.925,
global_route,antenna_found_initial,2,
hold_path,hold_class,"reg2reg",
cts,htree_levels,3,
drt,drtAntennaViolNets,0,
sta,slew_headroom,28.7,%
critical_path,cp_data_arrival_time,5.58,ns
finish,lay_top_count,"edfxtp_1",
cts,clk_pin_slew,0.06,ns
die,core_region_area,0.0987,mm²
sta,period_needed,8.22,ns
die,initial_core_util,40.5,%
die,dieHeight,318,µm
critical_path,cp-start-kind,"flop",
drt,drt-initial-drc-count,1698,
die,ios,44,
synth,ys.flops,1042,
power,sw_frac_of_total,21.4,%
synth,synth_stat.cells,2398,
power,ir_drop,0.129,mV
synth,enable_flop_cells,1024,
global_route,grt_overflow,0,
synth,seq_area_frac_synth,77.8,%
synth,syn_inst,2398,
power,p_leak,0.0137,µW
power,clkPwrFrac,41.1,%
power,intPower,5260,µW
synth,synthSimpleGateAreaFrac,5.04,%
drt,vias_per_cell,6.20,
power,powerDensity,148,mW/mm²
die,chipArea,0.101,mm²
critical_path,reg2reg_slack,7.77,ns
global_route,grt_use_met2,35.9,%
place,post-place-ws,5.33,ns
synth,synth_cell_types,65,
global_route,grt_pass1_vias,25100,
cts,postCtsSetupBuffers,0,
global_route,grt_use_met1,30.0,%
global_route,grt_max_degree,119,
sta,worst_pin_slew,1.07,ns
sta,finalSetupTns,0,ns
synth,aoi_share,12.1,%
synth,ys_sh_mux,2.88,%
critical_path,crit_type,"reg2out",
sta,slew_viol_final,0,
-- critical path, delay by kind of cell (launching register included) --
kind | cells | cell delay, ns
flops | 1 | 0.64
simple gates | 1 | 0.71
compound gates | 3 | 1.09
buf+inv | 4 | 2.30
-- kinds of logic (layout without fill, tap and decap cells) --
group                      Yosys count  in the layout
DFF                               1042           1042
AOI/OAI and AO/OA                  630            630
and+or+nand+nor                    449            449
buffers and inverters              193            317
muxes                               78             78
xor gates and xnor gates             4              4
adders and majority gates            1              1
other                                1              1
-- layer usage --
layer,part of all wire [%],wire (µm)
met5,0.40,469
met4,3.8,4390
met3,17,20100
met2,45,52800
met1,33,38400
-- registers in the layout (all words and copies together) (netlist names) --
name	cells
pfsm.state	6
ram_vowels.mem	512
c0.count	6
r0.out	6
ram_consonants.mem	512
-- path summary, 6_finish.rpt --
path,start,end,cells after the start
worst max-delay path,r0.out[1]$_SDFF_PP0_,data_read_vowels[0],8
worst min-delay path,pfsm.state[4]$_DFF_P_,pfsm.state[4]$_DFF_P_,2
worst max register to register,r0.out[1]$_SDFF_PP0_,ram_consonants.mem[6][0]$_DFFE_PP_,7
worst min register to register,pfsm.state[4]$_DFF_P_,pfsm.state[4]$_DFF_P_,2
-- power by group through the flow --
stage | combinational (µW) | sequential [µW] | clock, µW
CTS | 295 | 3640 | 2780
global route | 317 | 3640 | 2900
finish | 296 | 3640 | 2750
-- final cells by class --
class                           instances  area [µm²]  share of cell area [%]
Clock buffer                          128        2620                    5.80
Sequential cell                      1042       31100                    69.0
Inverter                                8        30.0                  0.0666
Multi-Input combinational cell       1163        8100                    18.0
Tap cell                             1287        1610                    3.57
Clock inverter                         53         512                    1.14
Timing Repair Buffer                  128        1080                    2.40
-- Yosys cell counts (all sizes together) (3+ instances only) --
cell | count | area share [%]
or4 | 11 | 0.22
mux2 | 26 | 0.73
nand2 | 51 | 0.48
and2 | 10 | 0.16
nor3b | 4 | 0.075
a22o | 9 | 0.20
o21ai | 66 | 0.83
nand3 | 29 | 0.36
inv | 7 | 0.066
a221oi | 264 | 5.8
o22ai | 59 | 0.92
edfxtp | 1024 | 77
o32ai | 7 | 0.15
xor2 | 3 | 0.066
and3b | 4 | 0.088
o31ai | 3 | 0.056
nand4 | 14 | 0.22
a211oi | 4 | 0.075
nor2b | 15 | 0.23
a31oi | 5 | 0.078
buf | 102 | 1.2
dfxtp | 18 | 0.90
nor4 | 6 | 0.094
o221ai | 12 | 0.26
nor2 | 252 | 2.4
a22oi | 147 | 2.8
or3 | 5 | 0.078
clkbuf | 83 | 0.78
mux2i | 25 | 0.63
nor3 | 33 | 0.41
nand2b | 8 | 0.13
a21oi | 30 | 0.38
mux4 | 27 | 1.5
-- per-stage QoR --
stage / hold WS (ns) / power (µW) / cells / util, % / instance area (µm²)
global route: 0.506 / 6860 / 3809 / 45.7 / 45100
finish: 0.473 / 6690 / 3809 / 45.7 / 45100
CTS: 0.476 / 6720 / 3809 / 45.7 / 45100
global placement: 0.463 / 4000 / 3628 / 42.5 / 41900
floorplan: 0.446 / 3840 / 2398 / - / 40000
detailed placement: 0.467 / 4010 / 3628 / 42.5 / 41900
Power is estimated from default activity; no workload was simulated.
